## flow/run.sh

```bash
#!/bin/bash
# OpenROAD 26Q1-2900-gdf79404cd8, Yosys 0.63+post, stock flow scripts
make -C /OpenROAD-flow-scripts/flow DESIGN_CONFIG=/design/flow/config.mk WORK_HOME=/design/flow/orfs finish
```

## flow/constraint.sdc

```tcl
current_design wishbone

set clk_period 2.7
set clk_io_pct 0.2

create_clock -name clk0 -period $clk_period [get_ports {clk}]

set non_clock_inputs [all_inputs -no_clocks]
set_input_delay [expr $clk_period * $clk_io_pct] -clock clk0 $non_clock_inputs
set_output_delay [expr $clk_period * $clk_io_pct] -clock clk0 [all_outputs]
```

## flow/design.v

```verilog
`timescale 1ns/100ps
module wishbone(
    clk,              
    a_reset_l,
    wb_ack_i,
    wb_we_o,
    wb_stb_o,
    wb_cyc_o,
    wb_adr_o,
    wb_dat_i,
    wb_dat_o,
    intr_h,
    intr_ack_h,
    sync_h,
    addr_i,              
    data_i,
    data_o,
    we_i,
    start_i,
    busy_o,
    valid_o,
    intr,
    intr_ack,
    sync
);
parameter data_wl = 16;
parameter adr_wl  = 16;
input   clk;
input   a_reset_l;
input   wb_ack_i;
output  wb_we_o;
output  wb_stb_o;
output  wb_cyc_o;
output  [adr_wl-1:0] wb_adr_o;
input   [data_wl-1:0] wb_dat_i;
output  [data_wl-1:0] wb_dat_o;
input   intr_h;
output  intr_ack_h;
input   sync_h;
input   [adr_wl-1:0] addr_i;
input   we_i;
input   [data_wl-1:0] data_i;
output  [data_wl-1:0] data_o;
input   start_i;
output  busy_o;
output  valid_o;
output  intr;
input   intr_ack;
output  sync;
reg     wb_we_o,  nxt_wb_we_o;
reg     wb_stb_o, nxt_wb_stb_o;
reg     wb_cyc_o, nxt_wb_cyc_o;
reg     busy_o, nxt_busy_o;
reg     valid_o, nxt_valid_o;
reg     [adr_wl-1:0] wb_adr_o, nxt_wb_adr_o;
reg     [data_wl-1:0] wb_dat_o, nxt_wb_dat_o;
reg     [data_wl-1:0] data_o, nxt_data_o;
assign intr         = intr_h;
assign intr_ack_h   = intr_ack;
assign sync         = sync_h;
reg [4:0] current_state, nxt_state;
localparam [4:0]
IDLE    = 5'b00001,
WAIT    = 5'b00010;
always @(posedge clk or negedge a_reset_l)
    begin
        if (a_reset_l == 1'b0)    
            begin
                current_state   <= IDLE;
                wb_we_o         <= 1'b0;
                wb_stb_o        <= 1'b0;
                wb_cyc_o        <= 1'b0;
                wb_adr_o        <= {adr_wl{1'b0}};
                wb_dat_o        <= {data_wl{1'b0}};
                data_o          <= {data_wl{1'b0}};
                busy_o          <= 1'b0;
                valid_o         <= 1'b0;
            end
        else
            begin
                current_state   <= nxt_state;
                wb_we_o         <= nxt_wb_we_o;
                wb_stb_o        <= nxt_wb_stb_o;
                wb_cyc_o        <= nxt_wb_cyc_o;
                busy_o          <= nxt_busy_o;
                valid_o         <= nxt_valid_o;
                wb_adr_o        <= nxt_wb_adr_o;
                wb_dat_o        <= nxt_wb_dat_o;
                data_o          <= nxt_data_o;
            end
    end
always @(*)
    begin    
        nxt_state       = current_state;
        nxt_wb_we_o     = wb_we_o;
        nxt_wb_stb_o    = wb_stb_o;
        nxt_wb_cyc_o    = wb_cyc_o;
        nxt_busy_o      = busy_o;
        nxt_valid_o     = valid_o;
        nxt_wb_adr_o    = wb_adr_o;
        nxt_wb_dat_o    = wb_dat_o;
        nxt_data_o      = data_o;
        case (current_state)
            IDLE:                
                begin
                    if (start_i == 1'b1) begin
                        nxt_state       = WAIT;
                        nxt_wb_we_o     = we_i;
                        nxt_wb_stb_o    = 1'b1;
                        nxt_wb_cyc_o    = 1'b1;
                        nxt_busy_o      = 1'b1;
                        nxt_valid_o     = 1'b0;
                        nxt_wb_adr_o    = addr_i;
                        nxt_wb_dat_o    = data_i;
                    end else begin
                        nxt_state       = IDLE;
                        nxt_wb_we_o     = 1'b0;
                        nxt_wb_stb_o    = 1'b0;
                        nxt_wb_cyc_o    = 1'b0;
                    end
                end
            WAIT:
                begin
                    if (wb_ack_i == 1'b1) begin
                        nxt_state       = IDLE;
                        nxt_busy_o      = 1'b0;
                        nxt_valid_o     = 1'b1;   
                        nxt_data_o      = wb_dat_i;   
                    end else begin
                        nxt_state       = WAIT;
                    end
                end
            default:
                begin
                    nxt_state = IDLE;
                end
        endcase
    end
initial begin
$dumpfile("dump.vcd");
    $dumpvars(1,wishbone);
end
endmodule
```

## flow/config.mk

```make
export PLATFORM = sky130hd
export DESIGN_NAME = wishbone
export DESIGN_NICKNAME = wishbone
export VERILOG_FILES = /design/flow/design.v
export SDC_FILE = /design/flow/constraint.sdc
export NUM_CORES = 4
export LEC_CHECK = 1
export CORE_UTILIZATION = 30
```

==> job_summary.md <==
## Synthesis and layout report

| Metric | Value |
|---|---|
| Status | complete, no violations |
| Cell taking the most area after synthesis | dfrtp_1 |
| Max Clock Freq | 0.566 GHz |
| Pwr dens | 941 nW/um2 |
| Initial core utilization | 31.4% |
| Yosys Chip Area | 2160 um2 |
| DRT iter0 DRCs | 36 |
| CP Class | in2reg |
| Top-area cell type share of the netlist area | 61.4% |
| Overflow after GRT | 0 |
| Int Power | 0.00249 W |
| Final WL | 4370 um |
| Clk pwr share | 14.8% |
| Drt pass-1 iters | 4 |
| Sw frac | 21.3% |
| CTS tree | built |
| Synthesized instance count | 127 |
| # rows | 30 |
| Clock tree buffer depth | 2 |
| Crit start category | input port |
| Post-cts hold-fix buffer tally | 0 |
| CP arrival | 1.95 ns |
| Initial antenna violation count | 0 |
| Vias | 1379 |
| Hold/Removal Path Class | in2async |
| Pre-CTS WS | 0.606 ns |
| Synth Flop Type | dfrtp_1 |
| Most numerous cell in the Yosys netlist | dfrtp_1 |
| DRC | 0 |
| CORE AREA | 6870 um2 |
| Critical path data required time | 2.89 ns |
| IO Pins | 112 |
| RSZ-0062 raised after global routing | no |
| Wire length of the first global-routing pass | 6870 um |
| Final hold violations | 0 |
| Top cells by count | 53 x dfrtp_1, 27 x mux2_4, 21 x mux2_2 |
| Final Critical Period | 1.77 ns |
| P_leak | 1.51 nW |
| Worst-path clk slew | 0.10 ns |
| Worst hold slack | 0.232 ns |
| Post-synthesis sequential area ratio | 62.6% |
| Final period utilization | 65.4% |
| Synth Cell Area | 2160 um2 |
| Top area cell types | dfrtp_1 61%, mux2_4 19%, mux2_2 11% |
| P_sw | 0.000674 W |
| EDFF count, synth | 0 |
| H-tree depth | 2 |
| Diode count | 0 |
| Largest net degree at the start of global routing | 36 |
| Comb pwr share | 41.1% |
| Yosys Warn Count | 3 |
| Max Transition Viols Final | 0 |
| Async SR Flop Fraction | 100% |
| Max Cap Viol | 0 |
| Yosys Instances | 127 |
| Fin Setup TNS | 0 ns |
| GRT Resource Usage Total | 12.1% |
| Peak fanout along the critical path | 35 |
| Dpl cells | 322 |
| Post-cts resize count | 0 |
| Final Non-Filler Cells | 330 |
| Final Worst Setup Slack | 0.934 ns |
| Root Buffer | clkbuf_8 |
| Placement Cell Area | 3270 um2 |
| Die area | 7540 um2 |
| Area Growth Syn to Fin | 55.6% |
| Die boundary width | 86.8 um |
| Inserted Clock Buffers | 5 |
| Antenna viol nets, final | 0 |
| Distinct cells, synth | 16 |
| Finished layout cell area | 3360 um2 |
| Postcts setup bufs | 0 |
| Hpwl dp | 3110 um |
| Vias in the first global route | 1437 |
| Avg Synthesized Cell Area | 17.0 um2 |
| Least-Margin Pin Slew | 0.609 ns |
| Final Wtd Congestion | 0.713 |
| Synth Register Bits | 54 |
| Sequential Power Share | 44.1% |
| Worst setup skew after layout | 0.0140 ns |
| Drt wl/cell | 13.2 um |
| Worst setup EP type | register |
| Drt via density | 4.18 |
| Stage-log warning count | 25 |
| CTS Sinks | 54 |
| R2R setup slack | 1.18 ns |
| Setup violators final | 0 |
| Layout cell share with drive strength beyond 1 | 26.5% |
| Port Buffers | 105 |
| Worst rel slew slack | 59.4% |
| Clk ins delay skew pair | 0.31 ns |
| Die height | 86.8 um |
| VDD IR max | 0.412 mV |
per-layer routing:
| layer | part of all wire [%] | wire [um] | up-vias | GRT usage [%] |
|---|---|---|---|---|
| met5 | 0 | 0 | - | 0 |
| met4 | 0.69 | 30 | 0 | 1.67 |
| met3 | 9.1 | 396 | 4 | 5.02 |
| met2 | 46 | 2020 | 60 | 18.8 |
| met1 | 44 | 1920 | 673 | 16.9 |
| li1 | - | - | 642 | - |
power groups by stage:
stage	Sequential, W	Clock, W	Combinational, W
6_report	0.00139	0.000467	0.00130
5_1_grt	0.00144	0.000531	0.00141
4_1_cts	0.00140	0.000494	0.00132
cell usage in the layout (no fill, tap or decap):
cell type,count
inv_1,3
dfrtp_1,53
buf_4,2
nand2b_1,1
nand2_2,1
clkbuf_8,6
nand2_1,2
o2bb2ai_1,1
clkinv_2,1
clkdlybuf4s50_1,104
dfstp_2,1
mux2_4,27
mux2_2,21
a21oi_1,3
clkinvlp_4,1
nand3_1,1
nand2_4,1
o21ai_0,3
buf_2,1
nor2_1,1
worst max-delay path, stage by stage:
cell	delay [ns]
clkdlybuf4s50_1	0.49
nand2_4	0.50
mux2_2	0.40
sequential cells by signal, summed over array words and instances (netlist names):
signal	cells
data_o	16
wb_adr_o	16
wb_dat_o	16
current_state	2
busy_o	1
valid_o	1
wb_cyc_o	1
wb_we_o	1
kinds of logic (layout without fill, tap and decap cells):
family / after synthesis / in the layout / synth area share [%]
DFF: 54 / 54 / 62.6
muxes: 48 / 48 / 29.7
buffers and inverters: 11 / 118 / 4.00
AOI/OAI and AO/OA: 7 / 7 / 1.80
and+or+nand+nor: 7 / 7 / 1.85
worst paths after layout:
kind	from	cells past startpoint	end
max reg2reg	current_state[0]$_DFF_PN1_	2	wb_dat_o[6]$_DFFE_PN0P_
min reg2reg	wb_dat_o[7]$_DFFE_PN0P_	1	wb_dat_o[7]$_DFFE_PN0P_
min	a_reset_l	1	data_o[11]$_DFFE_PN0P_
min in group clk0	wb_dat_o[7]$_DFFE_PN0P_	1	wb_dat_o[7]$_DFFE_PN0P_
max in group asynchronous	a_reset_l	2	current_state[0]$_DFF_PN1_
max	start_i	3	wb_dat_o[15]$_DFFE_PN0P_
area by class of cell:
cell class | instances | area (um2)
Sequential cell | 54 | 1350
Multi-Input combinational cell | 62 | 721
Timing Repair Buffer | 107 | 1060
Fill cell | 618 | 3510
Clock buffer | 6 | 82.6
Inverter | 3 | 11.3
Clock inverter | 2 | 12.5
Tap cell | 96 | 120
through the flow:
step / util [%] / total power (W)
after floorplan: - / 0.00180
after global placement: 47.5 / 0.00272
after detailed placement: 47.5 / 0.00272
after CTS: 48.9 / 0.00322
after global routing: 48.9 / 0.00339
final: 48.9 / 0.00316
Power is estimated from default activity; no workload was simulated.
